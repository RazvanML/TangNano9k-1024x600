## design/flow/design.v

```verilog
module VGAMod
(
    input                   CLK,
    input                   nRST,
    input                   PixelClk,
    output                  LCD_DE,
    output                  LCD_HSYNC,
    output                  LCD_VSYNC,
	output          [4:0]   LCD_B,
	output          [5:0]   LCD_G,
	output          [4:0]   LCD_R
);
localparam      V_BackPorch = 16'd1; 
localparam      V_Pluse 	= 16'd5; 
localparam      HightPixel  = 16'd600;
localparam      V_FrontPorch= 16'd2; 
localparam      H_BackPorch = 16'd50; 	
localparam      H_Pluse 	= 16'd1; 
localparam      WidthPixel  = 16'd1024;
localparam      H_FrontPorch= 16'd50;
localparam changeColorFrames = 16'd50;
localparam      PixelForHS  =   WidthPixel + H_BackPorch + H_FrontPorch;  	
localparam      LineForVS   =   HightPixel + V_BackPorch + V_FrontPorch;
reg [15:0] LineCount;
reg [15:0] PixelCount;
reg [4:10] colors;
    always @(  posedge PixelClk or negedge nRST  )begin
        if( !nRST ) begin
            LineCount       <=  16'b0;    
            PixelCount      <=  16'b0;
            end
        else if(  PixelCount  ==  PixelForHS ) begin
            PixelCount      <=  16'b0;
            LineCount       <=  LineCount + 1'b1;
            end
        else if(  LineCount  == LineForVS  ) begin
            LineCount       <=  16'b0;
            PixelCount      <=  16'b0;
            end
        else
            PixelCount      <=  PixelCount + 1'b1;
    end
assign  LCD_HSYNC = (( PixelCount >= H_Pluse)&&( PixelCount <= (PixelForHS-H_FrontPorch))) ? 1'b0 : 1'b1;
assign  LCD_VSYNC = ((( LineCount  >= V_Pluse )&&( LineCount  <= (LineForVS-0) )) ) ? 1'b0 : 1'b1;
assign  LCD_DE = (  ( PixelCount >= H_BackPorch )&&
                    ( PixelCount <= PixelForHS-H_FrontPorch ) &&
                    ( LineCount >= V_BackPorch ) &&
                    ( LineCount <= LineForVS-V_FrontPorch-1 ))  ? 1'b1 : 1'b0;
assign IS_BORDER = PixelCount == H_BackPorch  ||  PixelCount == H_BackPorch+ WidthPixel - 1
                || LineCount ==   V_BackPorch || LineCount == HightPixel + V_BackPorch   - 1 ;
    localparam          Colorbar_width   =   WidthPixel / 16;
    assign  LCD_B     =  IS_BORDER ? 5'b11111 :
                        ( PixelCount < ( H_BackPorch +  Colorbar_width * 0  )) ? 5'b00000 :
                        ( PixelCount < ( H_BackPorch +  Colorbar_width * 1  )) ? 5'b00001 : 
                        ( PixelCount < ( H_BackPorch +  Colorbar_width * 2  )) ? 5'b00010 :    
                        ( PixelCount < ( H_BackPorch +  Colorbar_width * 3  )) ? 5'b00100 :    
                        ( PixelCount < ( H_BackPorch +  Colorbar_width * 4  )) ? 5'b01000 :    
                        ( PixelCount < ( H_BackPorch +  Colorbar_width * 5  )) ? 5'b11111 :
                        5'b0;
    assign  LCD_G    =  IS_BORDER ? 6'b111111 :
                        ( PixelCount < ( H_BackPorch +  Colorbar_width * 6  )) ? 6'b000001: 
                        ( PixelCount < ( H_BackPorch +  Colorbar_width * 7  )) ? 6'b000010:    
                        ( PixelCount < ( H_BackPorch +  Colorbar_width * 8  )) ? 6'b000100:    
                        ( PixelCount < ( H_BackPorch +  Colorbar_width * 9  )) ? 6'b001000:    
                        ( PixelCount < ( H_BackPorch +  Colorbar_width * 10 )) ? 6'b010000:    
                        ( PixelCount < ( H_BackPorch +  Colorbar_width * 11 )) ? 6'b111111:  6'b000000;
    assign  LCD_R    =  IS_BORDER ? 5'b11111 :
                        ( PixelCount < ( H_BackPorch +  Colorbar_width * 12 )) ? 5'b00001 : 
                        ( PixelCount < ( H_BackPorch +  Colorbar_width * 13 )) ? 5'b00010 :    
                        ( PixelCount < ( H_BackPorch +  Colorbar_width * 14 )) ? 5'b00100 :    
                        ( PixelCount < ( H_BackPorch +  Colorbar_width * 15 )) ? 5'b01000 :    
                        ( PixelCount < ( H_BackPorch +  Colorbar_width * 16 )) ? 5'b11111 :  5'b00000;
endmodule
```

## design/flow/run.sh

```bash
#!/bin/bash
# OpenROAD 26Q1-2900-gdf79404cd8, Yosys 0.63+post, stock flow scripts
make -C /OpenROAD-flow-scripts/flow DESIGN_CONFIG=/design/flow/config.mk WORK_HOME=/design/flow/orfs finish
```

## design/flow/config.mk

```make
export PLATFORM = sky130hd
export DESIGN_NAME = VGAMod
export DESIGN_NICKNAME = VGAMod
export VERILOG_FILES = /design/flow/design.v
export SDC_FILE = /design/flow/constraint.sdc
export NUM_CORES = 4
export LEC_CHECK = 1
export CORE_UTILIZATION = 50
```

## design/flow/constraint.sdc

```tcl
current_design VGAMod

set clk_period 4.5
set clk_io_pct 0.2

create_clock -name clk0 -period $clk_period [get_ports {PixelClk}]

set non_clock_inputs [all_inputs -no_clocks]
set_input_delay [expr $clk_period * $clk_io_pct] -clock clk0 $non_clock_inputs
set_output_delay [expr $clk_period * $clk_io_pct] -clock clk0 [all_outputs]
```

==> notes.md <==
run results: status finished, final reports clean, DRT Wirelength 5.28 mm, number of DRC markers in iteration 0 ~150, vias between 2000 and 2500, Die Wd approximately 71 µm, number of synthesized flops with an enable pin 0, DIE HEIGHT between 70 and 80 µm, total die area 5030 µm², clock period minus worst slack just under 4000 ps, Clk pin slew, worst setup/hold paths roughly 70 ps, drt wl/cell 14.7 µm, max cap viols 0, leakage about 1.2 nW, busiest grt layer met1, Rel. slew slack 50.4%, cycle use final 86.4%, GP Congestion about 0.86, Post-synth area hogs dfrtp_1, nor2_1, nand2_1, Core Util at FP a little over half, initial antenna violation count 0, share of cells above drive strength 1 under 10%, ys flops 32, Hold Path End LineCount[15], FFs w/ async S/R, synth around 100%, clk ins delay skew pair around 280 ps, Synth top cell by count nor2_1, Setup crit start kind flop, # diodes 0, tool warnings 35, worst IR drop on VDD around 200 µV, DR pass1 iterations 19, Buf+Inv Stages, Crit Path 1, combinational power share about 1.2%, Crit path largest cell delay 610 ps, # H-tree levels 2, register area share after synthesis 33.7%, I/O Pins 22, core area approximately 4500 µm², vias per cell about 6.0, Slew Limit Fails 0, PD cells 208 nW/µm², Avg Inst Size Synth around 8 µm², Hold WS approximately 470 ps, DRC Markers 0, P&R area growth vs syn 13.7%, CP Capture Type output port, CP Cell Sequence or4_4 > nor3_1 > nand4b_1 > a21boi_0 > o21ai_1 > clkdlybuf4s50_1, post_cts resized 0, synth cell count leaders nor2_1, nand2_1, dfrtp_1, o21ai_0, nand3_1, dpl hpwl roughly 3.8 mm, clock power share 47.8%, CTS tree built, GRT Util Overall roughly a quarter, Synth Cell Area 2380 µm², Final ANT Viol Nets 0, CP Max Fanout 7, distinct cell type count after synthesis around 54, CP max stage cell or4_4, RSZ-0062 raised after global routing false, setup TNS 0 ps, crit path DAT roughly 3000 ps, GRT met2 Usage 31.9%, IO buf count 20, met3 Usage GRT 4.91%, Mapped Cells ~290, clock buffer depth 2, gr ovfl total 0, Cell Rows 24, Psw ~110 µW, R2R Path Start PixelCount[12], pin count of the biggest net entering global routing 33, reg2reg end LineCount[1], Net Sw Frac 19.7%, yosys cell count ~290, CTS sink cnt 32, Slew @ Worst Pin roughly 740 ps, post-CTS setup buffers 0, Synth area leader dfrtp_1, startpoint of the worst hold path LineCount[15], Int Pwr 453 µW, Setup Skew 5.77 ps, Max-area cell share 33.7%, critical path's top delay family simple AND/OR/NAND/NOR gates, global-route wire length before repair between 9 and 10 mm, critical setup path kind flop to output port, Filler cells 417, Dominant flop cell dfrtp_1, hold buffer count at CTS 0, R2R cell count 5, fmax about 0.26 GHz, Crit path required time about 3600 ps, Warnings, synthesis 2, final setup vio count 0, clk root buf clkbuf_8, vias in the first global route approximately 1900, Hold Path Cell Cnt 1, Final Hold Fails 0, GR Layer Usage met1 43.4%, cts bufs inserted 5, Yosys chip area 2380 µm², sequential power share 51.0%, Hold/Removal Path Class flop to flop, r2r setup slk 2100 ps
cell usage in the layout (no fill, tap or decap), types with 2 or more instances in the layout:
cell	instances
nor3_1	7
nand2_2	2
a41oi_1	2
nor4b_1	2
ha_1	9
a31oi_1	2
a21oi_1	7
and2_1	6
nand4b_1	4
nand4_1	7
or3_1	6
inv_1	9
and3_1	6
a21boi_0	3
nand2_1	33
nor4_1	8
nand3b_1	3
clkbuf_8	5
nor2_1	34
dfrtp_1	32
buf_4	2
nor2b_1	3
nand3_1	17
clkdlybuf4s50_1	20
a211oi_1	3
xnor2_1	10
o31ai_1	4
a211o_1	2
a31o_2	2
o21ai_0	18
xor2_1	13
layer usage:
| layer | share of wire (%) | wire length (µm) |
|---|---|---|
| met5 | 0 | 0 |
| met2 | 40 | 2100 |
| met4 | 0 | 0 |
| met1 | 53 | 2790 |
| met3 | 7.5 | 395 |
layout make-up:
class / count / area (µm²) / share of cell area (%)
sequential: 32 / 801 / 29.6
multi-input combinational: 236 / 1480 / 54.7
tap: 52 / 65.1 / 2.41
inverter: 9 / 33.8 / 1.25
clock buffer: 5 / 68.8 / 2.55
timing repair buffer: 22 / 215 / 7.96
clock inverter: 3 / 42.5 / 1.57
stage by stage:
step	setup slack (ps)	util, %	std cells	area (µm²)	total power [mW]
floorplan	1780	-	294	2380	0.293
CTS	587	60.4	359	2700	0.574
global route	461	60.4	359	2700	0.593
finish	612	60.4	359	2700	0.564
detailed placement	899	57.9	351	2590	0.300
global placement	944	57.9	351	2590	0.300
power by group through the flow:
stage	clock (mW)	combinational, mW	sequential [mW]
after CTS	0.279	0.00729	0.287
after global routing	0.298	0.00843	0.287
final	0.269	0.00676	0.288
flip-flops by register name, indices dropped and copies added, names as in the netlist:
name,cells
LineCount,16
PixelCount,16
worst max path at each step:
stage	to	from	slack (ps)	cells past startpoint
4_1_cts	LCD_B[2]	PixelCount[12]	590	6
5_1_grt	LCD_B[2]	PixelCount[12]	460	6
6_report	LCD_B[2]	PixelCount[12]	610	6
worst register-to-register path: cells and delay by family, from the launching register on:
kind,cells,cell delay [ps]
AND/OR/NAND/NOR,3,1300
AND-OR/OR-AND,2,540
flip-flops,1,420
logic make-up after synthesis:
logic type      after synthesis  synth area share, %
flops                        32                 33.7
fa+ha+maj                     9                 4.74
simple gates                147                 32.7
buf+inv                      26                 4.16
compound gates               56                 15.8
xor+xnor                     23                 8.47
mux                           1                0.421
Power and IR drop assume default switching activity.
